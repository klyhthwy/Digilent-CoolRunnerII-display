==> flow/design.v <==
`timescale 1ns / 1ps
module bcd4digit( ready, A, B, C, D, clk, rst, value, start );
    parameter   S_IDLE      = 2'b00,
                S_LOAD_V    = 2'b01,
                S_DIVIDE    = 2'b11,
                S_LOAD_Q    = 2'b10;
    output          ready;
    output  [3:0]   A;
    output  [3:0]   B;
    output  [3:0]   C;
    output  [3:0]   D;
    input           clk;
    input           rst;
    input   [13:0]  value;
    input           start;
    reg     [1:0]   state;
    reg     [3:0]   digits [0:3];
    reg     [1:0]   dig_sel;
    reg             start_div;
    wire    [9:0]   quotient;
    wire    [3:0]   remainder;
    wire            div_ready;
    wire    [13:0]  div_value;
    assign ready = state == S_IDLE;
    assign A = digits[0];
    assign B = digits[1];
    assign C = digits[2];
    assign D = digits[3];
    assign div_value = ~state[1] ? value : {4'h0, quotient};
    divide10 M1(quotient, remainder, div_ready, clk, rst, start_div, div_value);
    assign done = quotient == 10'h0 && div_ready;
    always @( posedge clk or negedge rst ) begin
        if( ~rst ) begin
            state <= S_IDLE;
            digits[0] <= 4'hF;
            digits[1] <= 4'hF;
            digits[2] <= 4'hF;
            digits[3] <= 4'hF;
            dig_sel <= 0;
            start_div <= 0;
        end
        else begin
            case( state )
                S_IDLE:
                    if( start ) begin
                        state <= S_LOAD_V;
                        start_div <= 1;
                    end
                S_LOAD_V:
                    if( 1 ) begin
                        state <= S_DIVIDE;
                        start_div <= 0;
                    end
                S_LOAD_Q:
                    if( 1 ) begin
                        state <= S_DIVIDE;
                        start_div <= 0;
                    end
                S_DIVIDE:
                    if( div_ready ) begin
                        digits[dig_sel] <= remainder;
                        dig_sel <= dig_sel + 1;
                        if( done ) begin
                            state <= S_IDLE;
                            dig_sel <= 0;
                        end
                        else begin
                            state <= S_LOAD_Q;
                            start_div <= 1;
                        end
                    end
            endcase
        end
    end
endmodule
`timescale 1ns / 1ps
module display_driver( 
    a_l, b_l, c_l, d_l, e_l, f_l, g_l, dp_l, dig1, dig2, dig3, dig4, led,
    clk, rst, en
    );
    output  a_l, b_l, c_l, d_l, e_l, f_l, g_l, dp_l, dig1, dig2, dig3, dig4;
    output  [3:0] led;
    input   clk, rst, en;
    reg     dp = 0;
    wire    a, b, c, d, e, f, g;
    wire    d1, d2, d3, d4;
    not(a_l, a);
    not(b_l, b);
    not(c_l, c);
    not(d_l, d);
    not(e_l, e);
    not(f_l, f);
    not(g_l, g);
    not(dp_l, dp);
    not(dig1, d1);
    not(dig2, d2);
    not(dig3, d3);
    not(dig4, d4);
    wire [3:0] digit;
    seven_seg M1(a, b, c, d, e, f, g, digit[3], digit[2], digit[1], digit[0]);
    wire [3:0] A;
    wire [3:0] B;
    wire [3:0] C;
    wire [3:0] D;
    seg_multiplexer M2(digit, clk, en, A, B, C, D, {d1,d2,d3,d4});
    wire [13:0] value;
    not(led[3], value[3]);
    not(led[2], value[2]);
    not(led[1], value[1]);
    not(led[0], value[0]);
    wire plse;
    wire [15:0] nc1;
    timer #(16) M3(nc1, plse, clk, rst, 16'h7CF, 16'h3E8);
    rotate M4({d1,d2,d3,d4}, plse, rst, en, 1'b1, 4'b1);
    bcd4digit M5(rdy, A, B, C, D, clk, rst, value, incr);
    wire [19:0] nc2;
    timer #(20) M6(nc2, incr, clk, rst, 20'd799999, 20'd1);
    timer #(14) M7(value, tick, incr, rst, 14'd9999, 14'd1);
endmodule
`timescale 1ns / 1ps
module divide10( quotient, remainder, ready, clk, rst, start, value );
    output  reg [9:0]   quotient;
    output      [3:0]   remainder;
    output              ready;
    input               clk, rst, start;
    input   [13:0]      value;
    reg     [13:0]  dividend;
    reg     [13:0]  divisor;
    reg             run;
    assign ready = divisor[0];
    assign fit   = dividend >= divisor;
    assign remainder = dividend[3:0];
    always @( posedge clk or negedge rst ) begin
        if( ~rst ) begin
            quotient <= 0;
            dividend <= 0;
            divisor <= 0;
            run <= 0;
        end
        else if( run ) begin
            if( ~ready ) begin
                quotient <= {quotient[8:0], fit};
                divisor <= divisor >> 1;
                if( fit ) begin
                    dividend <= dividend - divisor;
                end
            end
            else begin
                run <= 0;
            end
        end
        else if( start ) begin
            quotient <= 0;
            dividend <= value;
            divisor <= 14'h2800;
            run <= 1;
        end
    end
endmodule
`timescale 1ns / 1ps
module rotate #(parameter size = 4)(
    output  reg[size-1:0] out,
    input   clk,
    input   rst,
    input   en,
    input   direction,
    input   [size-1:0] load
    );
    always @( posedge clk or negedge rst )
    begin
        if( rst == 0 )
            out <= load;
        else if( en )
        begin
            if( direction )
                out <= {out[size-2:0],out[size-1]};
            else
                out <= {out[0],out[size-1:1]};
        end
    end
endmodule
`timescale 1ns / 1ps
module seg_multiplexer( digit, clk, enable, A, B, C, D, select );
    output  reg [3:0]digit;
    input   clk;
    input   enable;
    input   [3:0]A;
    input   [3:0]B;
    input   [3:0]C;
    input   [3:0]D;
    input   [3:0]select;
    always @( posedge clk )
    if( enable )
    begin
        case( select )
            4'h1:  digit <= A;
            4'h2:  digit <= B;
            4'h4:  digit <= C;
            4'h8:  digit <= D;
        endcase
    end
    else
    begin
        digit <= 4'hF;
    end
endmodule
`timescale 1ns / 1ps
module seven_seg( output a, b, c, d, e, f, g, input d3, d2, d1, d0 );
    assign a = ~d2 & ~d0 | ~d3 & d1 | ~d3 & d2 & d0 | d3 & ~d2;
    assign b = ~d2 | ~d1 & ~d0 | ~d3 & d1 & d0;
    assign c = ~d1 | ~d3 & d0 | ~d3 & d2;
    assign d = ~d2 & ~d0 | ~d2 & d1 | d1 & ~d0 | d2 & ~d1 & d0;
    assign e = ~d2 & ~d0 | d1 & ~d0;
    assign f = ~d1 & ~d0 | d2 & ~d1 | d2 & ~d0 | d3 & ~d2;
    assign g = ~d2 & d1 | d2 & ~d1 | d2 & ~d0 | d3 & ~d2;
endmodule
`timescale 1ns / 1ps
module timer #(parameter size = 24)( tmr_count, flag, clk, rst, tmr_period, tmr_compare );
    output  reg [size-1:0]tmr_count;
    output  flag;
    input   clk, rst;
    input   [size-1:0]tmr_period;
    input   [size-1:0]tmr_compare;
    reg     [size-1:0]tmr_load;
    reg     [size-1:0]tmr_cmp;
    always@( posedge clk or negedge rst )
    begin
        if( rst == 0 )
        begin
            tmr_count <= 0;
            tmr_load  <= 0;
            tmr_cmp   <= 0;
        end
        else
        begin
            if( tmr_count == tmr_load )
            begin
                tmr_count <= 0;
                tmr_load  <= tmr_period;
                tmr_cmp   <= tmr_compare;
            end
            else
            begin
                tmr_count <= tmr_count + 1;
            end
        end
    end
    assign flag = tmr_cmp > tmr_count;
endmodule
==> flow/run.sh <==
#!/bin/bash
# OpenROAD 26Q1-2900-gdf79404cd8, Yosys 0.63+post, stock flow scripts
make -C /OpenROAD-flow-scripts/flow DESIGN_CONFIG=/design/flow/config.mk WORK_HOME=/design/flow/orfs finish
==> flow/config.mk <==
export PLATFORM = sky130hd
export DESIGN_NAME = display_driver
export DESIGN_NICKNAME = display_driver
export VERILOG_FILES = /design/flow/design.v
export SDC_FILE = /design/flow/constraint.sdc
export NUM_CORES = 4
export LEC_CHECK = 1
export CORE_UTILIZATION = 40
==> flow/constraint.sdc <==
current_design display_driver

set clk_period 6.4
set clk_io_pct 0.2

create_clock -name clk0 -period $clk_period [get_ports {clk}]

set non_clock_inputs [all_inputs -no_clocks]
set_input_delay [expr $clk_period * $clk_io_pct] -clock clk0 $non_clock_inputs
set_output_delay [expr $clk_period * $clk_io_pct] -clock clk0 [all_outputs]
==> flow_summary.json <==
{
  "grt_residual_overflow": 0,
  "worst_path_most_repeated_cell": "inv_1",
  "groute.layer.met2.usage_pct": 25.2,
  "top_level_ports": 19,
  "final.min_clock_period_ns": 3.22,
  "enable_flop_cells": 0,
  "antenna_violating_nets_post_route": 0,
  "tcrit_tclk_final_pct": 50.3,
  "tritoncts.num_buffers": 9,
  "power.ir.vdd_worst_mv": 0.119,
  "yosys_area_um2": 6730,
  "routedWlPerCell_um": 14.6,
  "ctsRootBufferMaster": "clkbuf_16",
  "die_area_um2": 17400,
  "setup.worst_path.class": "register to output port",
  "sequential_cell_area_um2": 3030,
  "tritoncts": "yes",
  "final_cell_mix": "dfrtp_1, nor2_1, nand2_1, inv_1, ha_1",
  "netlist_instances": 691,
  "post_cts.repair.setup_buffers": 0,
  "via_density": 5.35,
  "fmaxAchievable_mhz": 311,
  "grt_use_met3_pct": 2.32,
  "unclocked_pins": 19,
  "multiInputGateArea_um2": 3390,
  "rsz0062_at_grt": "no",
  "critical_path.cell_chain": "inv_1 -> ha_1 -> inv_1 -> a211oi_1 -> clkdlybuf4s50_1",
  "hpwl_um": 9850,
  "die-height_um": 132,
  "placement.io_buffers": 17,
  "layoutNonFillerInstCount": 928,
  "setup-violations-final": 0,
  "critical_path_peak_fanout": 8,
  "synth_sequential_area_ratio_pct": 45.0,
  "drive_gt1_share_pct": 10.5,
  "finish.utilization_pct": 45.0,
  "antennaDiodeCount": 0,
  "hold_path_class": "register to register",
  "cts-root-to-sink-buffers": 2,
  "grt_busiest_layer": "met1",
  "antenna_found_initial": 0,
  "grt_util_all_layers_pct": 16.9,
  "crit_required_ns": 5.12,
  "warning_count": 33,
  "worst_setup_path_end_kind": "output port",
  "totalWireLength_um": 13500,
  "cts-htree-levels": 3,
  "cpPeakStageDelay_ns": 0.49,
  "mostFrequentLayoutCell": "dfrtp_1",
  "yosysCellCount": 691,
  "cts.clk_slew.worst_paths_ns": 0.07,
  "number_of_design_rule_violations_left_after_detail_routing": 0,
  "setup_total_negative_slack_ns": 0,
  "power_density_nw_per_um2": 176,
  "asyncSetResetFlopFracSynth_pct": 96.7,
  "drv_slew": 0,
  "static_leakage_power_nw": 3.43,
  "width_of_the_die_um": 132,
  "p_total_mw": 1.31,
  "initCoreUtil_pct": 40.7,
  "syn-mean-instance-area_um2": 9.74,
  "place_inst": 912,
  "first_pass_iters": 5,
  "flow.area_growth_from_synthesis_pct": 10.4,
  "worst_path_max_delay_cell": "clkdlybuf4s50_1",
  "crit_path_start_kind": "register",
  "post_cts_resize_count": 0,
  "clk_latency_ns": 0.35,
  "n_fill_cell": 1519,
  "gr-usage-met1_pct": 27.5,
  "synth_warnings": 15,
  "rows": 47,
  "timing.clock.skew_ns": 0.0102,
  "synthFlopType": "dfrtp_1",
  "routabilityCongestion": 0.918,
  "worst_ep_arrival_time_ns": 1.94,
  "worst_hold_margin_ns": 0.479,
  "maxCapViolCount": 0,
  "hold_viol_final": 0,
  "timing.max_slew.rel_slack_pct": 35.6,
  "distinct_cells_synth": 74,
  "placeableCoreArea_um2": 16500,
  "outcome": "finished, final reports clean",
  "unconstrained_endpoints": 27,
  "ctsHoldBuffers": 0,
  "mappedNetlistArea_um2": 6730,
  "num_vias": 4964,
  "ys_ff": 121,
  "grt_pass1_vias": 4838,
  "detailedRoute.firstIterationViolations": 454,
  "global_route_wire_length_before_repair_um": 23700,
  "grt_max_degree": 42,
  "worstMarginPinSlew_ns": 0.957
}
## per-stage QoR
step	instance area [µm²]	setup slack, ns
6_report	7430	3.18
5_1_grt	7430	3.08
4_1_cts	7430	3.16
3_5_place_dp	7090	3.50
3_3_place_gp	7090	3.53
2_1_floorplan	6730	3.81
## layout make-up
type                    count  share of cell area (%)
repair buffers             22                    2.76
inverters                  51                    2.57
multi-input cells         498                    45.6
clock inverters             6                    1.57
clock buffers              10                    3.08
flip-flops and latches    121                    40.7
well taps                 220                    3.70
## Yosys cell counts, types with 11 or more instances
cell type	instances	share of area, %
a21oi_1	20	1.5
xor2_1	17	2.2
dfrtn_1	18	6.7
nand3_1	28	2.1
nand2_1	62	3.5
nor2_1	64	3.6
nand4_1	13	1.2
o22ai_1	13	1.2
mux2i_1	11	1.6
inv_1	51	2.8
mux2_2	12	2.0
o21ai_0	32	2.4
clkbuf_1	14	0.78
dfstp_2	17	6.6
dfrtp_1	82	30
xnor2_1	34	4.4
nor3_1	15	1.1
nor4_1	11	1.0
ha_1	35	6.5
## cell families after synthesis
family,Yosys count,synth area share [%]
xor gates and xnor gates,51,6.63
and+or+nand+nor,250,18.6
other,1,0.0557
adders and majority gates,36,6.80
DFF,121,45.0
AOI/OAI and AO/OA,132,13.4
buffers and inverters,72,4.68
muxes,28,4.76
## state kept, by name (all words and copies together) (netlist names)
name,flops
M5.M1.dividend,14
M5.digits,16
M7.tmr_load,1
M7.tmr_count,14
M5.M1.divisor,14
M5.start_div,1
M6.tmr_count,20
M3.tmr_cmp,1
M3.tmr_count,16
M6.tmr_load,1
M5.M1.run,1
M5.dig_sel,2
M4.out,4
M2.digit,4
M5.M1.quotient,10
M5.state,2
## critical path, delay by kind of cell (launching register included)
family	cells	cell delay (ns)
buffers and inverters	3	0.63
DFF	1	0.45
adders and majority gates	1	0.28
AOI/OAI and AO/OA	1	0.22
## per-layer routing
metal  up-vias  routed length (µm)
li1       2465                   -
met3        18                 538
met2       110                5970
met4         0                 224
met1      2371                6790
met5         -                   0
## path summary, 6_finish.rpt
check                                       from            endpoint  slack, ns  cells after the start
max in group asynchronous                    rst   M5.M1.quotient[0]       4.61                      2
worst min register to register  M3.tmr_count[15]    M3.tmr_count[15]       0.48                      1
worst min-delay path            M3.tmr_count[15]    M3.tmr_count[15]       0.48                      1
worst max register to register         M5.M1.run  M5.M1.dividend[11]       3.48                      6
worst max-delay path                 M2.digit[1]                 g_l       3.18                      5
min in group asynchronous                    rst      M6.tmr_load[0]       0.88                      1
## report_power, final
| part | switching [mW] | internal, mW |
|---|---|---|
| sequential | 0.00148 | 0.645 |
| combinational | 0.0183 | 0.00883 |
| clock | 0.248 | 0.386 |
| total | 0.267 | 1.04 |
